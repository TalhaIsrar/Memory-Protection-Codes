## flow/config.mk

```make
export PLATFORM = sky130hd
export DESIGN_NAME = ecc_hamming_secded_faulty_memory
export DESIGN_NICKNAME = ecc_hamming_secded_faulty_memory
export VERILOG_FILES = /design/flow/design.v
export SDC_FILE = /design/flow/constraint.sdc
export NUM_CORES = 4
export LEC_CHECK = 1
export CORE_UTILIZATION = 30
export SYNTH_HDL_FRONTEND = slang
```

## flow/design.v

```verilog
module ecc_hamming_secded_faulty_memory(
    input clk,
    input rst,
    input [7:0] input_data,
    input [3:0] input_addr,
    input wr_en,
    input [3:0] fault_addr1,
    input [3:0] fault_addr2,
    input fault_enable,
    input two_bit_fault_enable,
    output [7:0] output_data,
    output single_bit_error_corrected,
    output double_bit_error_detected
);
    wire [12:0] encoded;
    wire [12:0] codeword_read;
    wire [12:0] corrupted;
    hamming_secded_encoder encoder (
        .input_data(input_data),
        .output_code(encoded)
    );
    mem_secded memory(
        .clk(clk),
        .rst(rst),
        .wr_en(wr_en),
        .addr(input_addr),
        .data_in(encoded),
        .data_out(codeword_read)
    );
    two_bit_fault_injector injector (
        .in_code(codeword_read),
        .fault_bit_addr1(fault_addr1),
        .fault_bit_addr2(fault_addr2),
        .fault_en(fault_enable),
        .is_two_bit_fault(two_bit_fault_enable),
        .out_error_code(corrupted)
    );
    hamming_secded_decoder decoder (
        .in_code(corrupted),
        .out_data(output_data),
        .single_error_corrected(single_bit_error_corrected),
        .double_error_detected(double_bit_error_detected)
    );
endmodule
module hamming_secded_decoder(
    input  [12:0] in_code,
    output reg [7:0] out_data,
    output reg single_error_corrected,
    output reg double_error_detected
);
    wire [3:0] syndrome;
    wire parity_check;
    reg  [12:0] corrected_code;
    assign syndrome[3] = in_code[12] ^ in_code[11] ^ in_code[10] ^ in_code[9] ^ in_code[8]; 
    assign syndrome[2] = in_code[12] ^ in_code[7]  ^ in_code[6]  ^ in_code[5] ^ in_code[4];
    assign syndrome[1] = in_code[11] ^ in_code[10] ^ in_code[7]  ^ in_code[6] ^ in_code[3] ^ in_code[2];
    assign syndrome[0] = in_code[11] ^ in_code[9]  ^ in_code[7]  ^ in_code[5] ^ in_code[3] ^ in_code[1];
    assign parity_check = ^in_code[12:1] ^ in_code[0];  
    always @(*) begin
        corrected_code = in_code;
        single_error_corrected = 0;
        double_error_detected  = 0;
        if (syndrome == 4'b0000 && parity_check == 0) begin
            corrected_code = in_code;
        end else if (syndrome != 4'b0000 && parity_check == 1) begin
            single_error_corrected = 1;
            case (syndrome)
                4'd1:  corrected_code[1]  = ~corrected_code[1];
                4'd2:  corrected_code[2]  = ~corrected_code[2];
                4'd3:  corrected_code[3]  = ~corrected_code[3];
                4'd4:  corrected_code[4]  = ~corrected_code[4];
                4'd5:  corrected_code[5]  = ~corrected_code[5];
                4'd6:  corrected_code[6]  = ~corrected_code[6];
                4'd7:  corrected_code[7]  = ~corrected_code[7];
                4'd8:  corrected_code[8]  = ~corrected_code[8];
                4'd9:  corrected_code[9]  = ~corrected_code[9];
                4'd10: corrected_code[10] = ~corrected_code[10];
                4'd11: corrected_code[11] = ~corrected_code[11];
                4'd12: corrected_code[12] = ~corrected_code[12];
                default: ;
            endcase
        end else if (syndrome != 4'b0000 && parity_check == 0) begin
            double_error_detected = 1;
        end else if (syndrome == 4'b0000 && parity_check == 1) begin
            single_error_corrected = 1;
            corrected_code[0] = ~corrected_code[0];  
        end
        out_data[0] = corrected_code[3];
        out_data[1] = corrected_code[5];
        out_data[2] = corrected_code[6];
        out_data[3] = corrected_code[7];
        out_data[4] = corrected_code[9];
        out_data[5] = corrected_code[10];
        out_data[6] = corrected_code[11];
        out_data[7] = corrected_code[12];
    end
endmodule
module hamming_secded_encoder(
    input  [7:0] input_data,
    output [12:0] output_code
);
    wire [12:0] code;
    assign code[12] = input_data[7];
    assign code[11] = input_data[6];
    assign code[10]  = input_data[5];
    assign code[9]  = input_data[4];
    assign code[7]  = input_data[3];
    assign code[6]  = input_data[2];
    assign code[5]  = input_data[1];
    assign code[3]  = input_data[0];
    assign code[8] = code[12] ^ code[11] ^ code[10] ^ code[9];            
    assign code[4] = code[12] ^ code[7]  ^ code[6]  ^ code[5];             
    assign code[2] = code[11] ^ code[10] ^ code[7]  ^ code[6] ^ code[3]; 
    assign code[1] = code[11] ^ code[9]  ^ code[7]  ^ code[5] ^ code[3]; 
    assign code[0] = ^code[12:1];
    assign output_code = code;
endmodule
module mem_secded (
    input         clk,
    input         rst,
    input         wr_en,
    input  [3:0]  addr,
    input  [12:0] data_in,
    output [12:0] data_out
);
    reg [12:0] mem [0:15];
    assign data_out = mem[addr];
    integer i;
    always @(posedge clk or posedge rst) begin
        if (rst) begin
            for (i = 0; i < 16; i = i + 1)
                mem[i] <= 13'd0;
        end else if (wr_en) begin
            mem[addr] <= data_in;
        end
    end
endmodule
module two_bit_fault_injector
(
    input  [12:0] in_code,
    input  [3:0]  fault_bit_addr1,
    input  [3:0]  fault_bit_addr2,
    input         fault_en,
    input         is_two_bit_fault,   
    output reg [12:0] out_error_code
);
    always @(*) begin
        out_error_code = in_code;
        if (fault_en) begin
            case (fault_bit_addr1)
                4'd0:  out_error_code[0]  = ~in_code[0];
                4'd1:  out_error_code[1]  = ~in_code[1];
                4'd2:  out_error_code[2]  = ~in_code[2];
                4'd3:  out_error_code[3]  = ~in_code[3];
                4'd4:  out_error_code[4]  = ~in_code[4];
                4'd5:  out_error_code[5]  = ~in_code[5];
                4'd6:  out_error_code[6]  = ~in_code[6];
                4'd7:  out_error_code[7]  = ~in_code[7];
                4'd8:  out_error_code[8]  = ~in_code[8];
                4'd9:  out_error_code[9]  = ~in_code[9];
                4'd10: out_error_code[10] = ~in_code[10];
                4'd11: out_error_code[11] = ~in_code[11];
                4'd12: out_error_code[12] = ~in_code[12];
                default: ;  
            endcase
        end
        if (fault_en && is_two_bit_fault) begin
            case (fault_bit_addr2)
                4'd0:  out_error_code[0]  = ~in_code[0];
                4'd1:  out_error_code[1]  = ~in_code[1];
                4'd2:  out_error_code[2]  = ~in_code[2];
                4'd3:  out_error_code[3]  = ~in_code[3];
                4'd4:  out_error_code[4]  = ~in_code[4];
                4'd5:  out_error_code[5]  = ~in_code[5];
                4'd6:  out_error_code[6]  = ~in_code[6];
                4'd7:  out_error_code[7]  = ~in_code[7];
                4'd8:  out_error_code[8]  = ~in_code[8];
                4'd9:  out_error_code[9]  = ~in_code[9];
                4'd10: out_error_code[10] = ~in_code[10];
                4'd11: out_error_code[11] = ~in_code[11];
                4'd12: out_error_code[12] = ~in_code[12];
                default: ;  
            endcase
        end
    end
endmodule
```

## flow/run.sh

```bash
#!/bin/bash
# OpenROAD 26Q1-2900-gdf79404cd8, Yosys 0.63+post, stock flow scripts
make -C /OpenROAD-flow-scripts/flow DESIGN_CONFIG=/design/flow/config.mk WORK_HOME=/design/flow/orfs finish
```

## flow/constraint.sdc

```tcl
current_design ecc_hamming_secded_faulty_memory

set clk_period 9.3
set clk_io_pct 0.2

create_clock -name clk0 -period $clk_period [get_ports {clk}]

set non_clock_inputs [all_inputs -no_clocks]
set_input_delay [expr $clk_period * $clk_io_pct] -clock clk0 $non_clock_inputs
set_output_delay [expr $clk_period * $clk_io_pct] -clock clk0 [all_outputs]
```

==> results_slide.txt <==
Run Summary

Job
  – Tool warnings: 27
  – Total of max-cap violations: 0

Timing
  – Count of final setup violators: 0
  – Final min period: ~8.0 ns
  – RSZ-0062 raised after global routing: no
  – Max frequency: 125 MHz
  – Slew Limit Fails: 0
  – Actual slew at the worst max-slew pin: 0.817 ns
  – TNS Setup: 0 ns
  – Final Hold Vio Count: 0
  – Clock skew: 0 ns
  – Period utilization: about 86%
  – Hold WS: 0.484 ns
  – Rel. slew slack: between 40% and 50%

Worst setup path
  – Crit-path slowest cell: clkdlybuf4s50_1
  – Crit path buf inv count: 3
  – Crit. End Element: output pin
  – Arr. time, crit path: 6.15 ns
  – Critical path, cell by cell: clkdlybuf4s50_1, buf_4, nor2b_1, a22oi_1, nand3_1, xor2_1, xnor3_1, xnor3_2, nor3_1, nor3b_2, xnor2_1, clkdlybuf4s50_1
  – Largest fanout on the critical path: 13
  – Delay-heaviest family, CP: buffers and inverters
  – WP data required: 7.44 ns
  – CP max stage delay: 0.75 ns
  – Critical path launch point type: input pin
  – Critical path class: input pin to output pin
  – CP dominant cell by count: clkdlybuf4s50_1

Global route
  – First-pass GRT wire length: about 38000 µm
  – Largest net degree at the start of global routing: 103
  – Initial antenna violation count: 0
  – GRT Overall Usage: between 10% and 20%
  – Grt ovf: 0
  – Vias in the first global route: 6358

Synthesis
  – Top cell type by total area after synthesis: dfrtp_1
  – Asr flop ratio synth: around 100%
  – YS warnings: 0
  – Syn avg cell area: 13.5 µm²
  – Chip Area, Yosys: 10300 µm²
  – Synthesized cell area: between 10000 and 15000 µm²
  – #FFs+latches synth: 208
  – Post-synth seq share: between 50% and 60%
  – Yosys cell types: around 44
  – Top-area cell type share of the netlist area: roughly half
  – Yosys cell count: 759
  – Synth area leaders: dfrtp_1, mux2_2, mux4_2
  – Count of library flops with an enable pin: 0
  – Synth Instances: 759
  – Most used DFF post-synth: dfrtp_1

Detailed routing
  – Number of vias in the routed layout: 6207
  – Ant. Diodes: 0
  – DRT iter0 DRCs: 291
  – Via density: 4.94
  – Post-route DRC: 0
  – 1st-pass router iterations: 5
  – Wire per inst: roughly 19 µm
  – Remaining antenna violation count after routing: 0
  – Routed WL: 24300 µm

Worst hold path
  – Class of the worst hold path: register to register

Clock network
  – Post-CTS Setup Inserts: 0
  – TritonCTS clock tree: yes
  – Num Clock Sinks: 208
  – Total CTS buffers: 23
  – Clock Path Buffers: 3
  – CTS clk-pin slew, worst paths: 0.06 ns
  – CTS Root Cell: clkbuf_16
  – Htree depth: 1
  – Worst-skew pair later-pin latency: 0.50 ns
  – Post-CTS Hold Buffers: 0
  – CTS resizes: 0

Floorplanning
  – Core Area: ~34000 µm²
  – # rows: 67
  – Num ports: 35
  – Fp util: 30.5%
  – Die Span Y: 187 µm
  – Die X: 187 µm
  – Die area: between 30000 and 40000 µm²

Layout
  – Area Growth Syn to Fin: 15.4%
  – Registers with the most flip-flops: memory.mem x208
  – Max reg flops: 208
  – # fillers: 3159
  – Post-layout util: 35.2%
  – Layout cells sized above 1: 36.5%
  – Largest Register: memory.mem

Pwr
  – Worst ir drop on vdd: 250 µV
  – Total power: 3.05 mW
  – Cell leakage power: a little under 5 nW
  – PD cells: 258 nW/µm²

Placed design
  – IO buf count: 34
  – Post-DP HPWL: 16200 µm
  – GP Congestion: approximately 0.89

Run status
  – Status: finished clean
cell type report:
| class | count | area [µm²] | area share [%] |
|---|---|---|---|
| Multi-Input combinational cell | 489 | 4730 | 40.0 |
| Inverter | 3 | 18.8 | 0.159 |
| Timing Repair Buffer | 69 | 593 | 5.01 |
| Sequential cell | 208 | 5200 | 44.0 |
| Clock buffer | 34 | 667 | 5.64 |
| Tap cell | 448 | 561 | 4.74 |
| Clock inverter | 5 | 50.0 | 0.423 |
power by group:
group | switching, mW | internal, mW
logic | 0.375 | 0.549
registers | 0.113 | 1.15
clock network | 0.346 | 0.520
per-layer routing:
layer	part of all wire (%)	wire [µm]	track usage, %
met5	0	0	0
met4	1.6	384	2.02
met3	7.8	1900	4.71
met2	46	11200	22.4
met1	45	10900	21.9
cell usage after synthesis (all sizes together) (16+ instances only):
| library cell | instances |
|---|---|
| xnor2 | 28 |
| nand3 | 22 |
| o22ai | 16 |
| nand2 | 29 |
| xor2 | 17 |
| clkbuf | 40 |
| mux2 | 160 |
| mux4 | 51 |
| nor2 | 58 |
| buf | 19 |
| dfrtp | 208 |
| a21oi | 37 |
placed cells by master, fill, tap and decap left out, drive strengths merged, types with 2 or more instances in the layout:
cell | netlist | layout
dfrtp | 208 | 208
mux2 | 160 | 160
nor2 | 58 | 58
mux4 | 51 | 51
a21oi | 37 | 37
buf | 19 | 37
clkbuf | 40 | 34
clkdlybuf4s50 | 0 | 32
nand2 | 29 | 29
xnor2 | 28 | 28
nand3 | 22 | 22
xor2 | 17 | 17
o22ai | 16 | 16
o21ai | 12 | 12
nand2b | 10 | 10
a22oi | 8 | 8
mux2i | 6 | 6
xnor3 | 6 | 6
nand3b | 5 | 5
nor2b | 4 | 4
clkinv | 0 | 4
or2 | 3 | 3
a22o | 3 | 3
inv | 3 | 3
nor3 | 3 | 3
nand4b | 2 | 2
a211oi | 2 | 2
nor3b | 2 | 2
metrics by stage:
step           setup WS (ns)  instances  cell area, µm²
2_1_floorplan           1.76        759           10300
3_3_place_gp            1.38       1217           11100
3_5_place_dp            1.29       1217           11100
4_1_cts                 1.28       1256           11800
5_1_grt                0.940       1256           11800
6_report                1.29       1256           11800
logic make-up after synthesis:
kind of cell | Yosys count | synth area share, %
multiplexers | 217 | 29.5
flip-flops | 208 | 50.8
AND/OR/NAND/NOR | 141 | 6.50
AND-OR/OR-AND | 79 | 4.49
buffers and inverters | 62 | 3.11
XOR/XNOR | 52 | 5.64
tightest hold or removal path, stage by stage (launching register included):
cell and delay (ns):
dfrtp_1 0.34, nand2_1 0.04, o21ai_0 0.07
worst paths after layout:
kind | startpoint | endpoint | slack (ns) | depth (start not counted)
hold reg to reg | memory.mem[203]$_DFFE_PP0P_ | memory.mem[203]$_DFFE_PP0P_ | 0.48 | 2
max in group asynchronous | rst | memory.mem[169]$_DFFE_PP0P_ | 5.52 | 4
setup reg to reg | memory.mem[119]$_DFFE_PP0P_ | memory.mem[119]$_DFFE_PP0P_ | 8.53 | 1
min in group asynchronous | rst | memory.mem[103]$_DFFE_PP0P_ | 1.85 | 2
setup / recovery | input_addr[1] | output_data[7] | 1.29 | 12
hold / removal | memory.mem[203]$_DFFE_PP0P_ | memory.mem[203]$_DFFE_PP0P_ | 0.48 | 2
No activity file was given, so power comes from the tool's default toggle rates.
