File: config.mk
export PLATFORM = sky130hd
export DESIGN_NAME = ecc_hamming_secded_memory
export DESIGN_NICKNAME = ecc_hamming_secded_memory
export VERILOG_FILES = /design/flow/design.v
export SDC_FILE = /design/flow/constraint.sdc
export NUM_CORES = 4
export LEC_CHECK = 1
export CORE_UTILIZATION = 50
export SYNTH_HDL_FRONTEND = slang
File: constraint.sdc
current_design ecc_hamming_secded_memory

set clk_period 5.7
set clk_io_pct 0.2

create_clock -name clk0 -period $clk_period [get_ports {clk}]

set non_clock_inputs [all_inputs -no_clocks]
set_input_delay [expr $clk_period * $clk_io_pct] -clock clk0 $non_clock_inputs
set_output_delay [expr $clk_period * $clk_io_pct] -clock clk0 [all_outputs]
File: design.v
module ecc_hamming_secded_memory(
    input clk,
    input rst,
    input [7:0] input_data,
    input [3:0] input_addr,
    input wr_en,
    output [7:0] output_data,
    output single_bit_error_corrected,
    output double_bit_error_detected
);
    wire [12:0] encoded;
    wire [12:0] codeword_read;
    hamming_secded_encoder encoder (
        .input_data(input_data),
        .output_code(encoded)
    );
    mem_secded memory(
        .clk(clk),
        .rst(rst),
        .wr_en(wr_en),
        .addr(input_addr),
        .data_in(encoded),
        .data_out(codeword_read)
    );
    hamming_secded_decoder decoder (
        .in_code(codeword_read),
        .out_data(output_data),
        .single_error_corrected(single_bit_error_corrected),
        .double_error_detected(double_bit_error_detected)
    );
endmodule
module hamming_secded_decoder(
    input  [12:0] in_code,
    output reg [7:0] out_data,
    output reg single_error_corrected,
    output reg double_error_detected
);
    wire [3:0] syndrome;
    wire parity_check;
    reg  [12:0] corrected_code;
    assign syndrome[3] = in_code[12] ^ in_code[11] ^ in_code[10] ^ in_code[9] ^ in_code[8]; 
    assign syndrome[2] = in_code[12] ^ in_code[7]  ^ in_code[6]  ^ in_code[5] ^ in_code[4];
    assign syndrome[1] = in_code[11] ^ in_code[10] ^ in_code[7]  ^ in_code[6] ^ in_code[3] ^ in_code[2];
    assign syndrome[0] = in_code[11] ^ in_code[9]  ^ in_code[7]  ^ in_code[5] ^ in_code[3] ^ in_code[1];
    assign parity_check = ^in_code[12:1] ^ in_code[0];  
    always @(*) begin
        corrected_code = in_code;
        single_error_corrected = 0;
        double_error_detected  = 0;
        if (syndrome == 4'b0000 && parity_check == 0) begin
            corrected_code = in_code;
        end else if (syndrome != 4'b0000 && parity_check == 1) begin
            single_error_corrected = 1;
            case (syndrome)
                4'd1:  corrected_code[1]  = ~corrected_code[1];
                4'd2:  corrected_code[2]  = ~corrected_code[2];
                4'd3:  corrected_code[3]  = ~corrected_code[3];
                4'd4:  corrected_code[4]  = ~corrected_code[4];
                4'd5:  corrected_code[5]  = ~corrected_code[5];
                4'd6:  corrected_code[6]  = ~corrected_code[6];
                4'd7:  corrected_code[7]  = ~corrected_code[7];
                4'd8:  corrected_code[8]  = ~corrected_code[8];
                4'd9:  corrected_code[9]  = ~corrected_code[9];
                4'd10: corrected_code[10] = ~corrected_code[10];
                4'd11: corrected_code[11] = ~corrected_code[11];
                4'd12: corrected_code[12] = ~corrected_code[12];
                default: ;
            endcase
        end else if (syndrome != 4'b0000 && parity_check == 0) begin
            double_error_detected = 1;
        end else if (syndrome == 4'b0000 && parity_check == 1) begin
            single_error_corrected = 1;
            corrected_code[0] = ~corrected_code[0];  
        end
        out_data[0] = corrected_code[3];
        out_data[1] = corrected_code[5];
        out_data[2] = corrected_code[6];
        out_data[3] = corrected_code[7];
        out_data[4] = corrected_code[9];
        out_data[5] = corrected_code[10];
        out_data[6] = corrected_code[11];
        out_data[7] = corrected_code[12];
    end
endmodule
module hamming_secded_encoder(
    input  [7:0] input_data,
    output [12:0] output_code
);
    wire [12:0] code;
    assign code[12] = input_data[7];
    assign code[11] = input_data[6];
    assign code[10]  = input_data[5];
    assign code[9]  = input_data[4];
    assign code[7]  = input_data[3];
    assign code[6]  = input_data[2];
    assign code[5]  = input_data[1];
    assign code[3]  = input_data[0];
    assign code[8] = code[12] ^ code[11] ^ code[10] ^ code[9];            
    assign code[4] = code[12] ^ code[7]  ^ code[6]  ^ code[5];             
    assign code[2] = code[11] ^ code[10] ^ code[7]  ^ code[6] ^ code[3]; 
    assign code[1] = code[11] ^ code[9]  ^ code[7]  ^ code[5] ^ code[3]; 
    assign code[0] = ^code[12:1];
    assign output_code = code;
endmodule
module mem_secded (
    input         clk,
    input         rst,
    input         wr_en,
    input  [3:0]  addr,
    input  [12:0] data_in,
    output [12:0] data_out
);
    reg [12:0] mem [0:15];
    assign data_out = mem[addr];
    integer i;
    always @(posedge clk or posedge rst) begin
        if (rst) begin
            for (i = 0; i < 16; i = i + 1)
                mem[i] <= 13'd0;
        end else if (wr_en) begin
            mem[addr] <= data_in;
        end
    end
endmodule
File: run.sh
#!/bin/bash
# OpenROAD 26Q1-2900-gdf79404cd8, Yosys 0.63+post, stock flow scripts
make -C /OpenROAD-flow-scripts/flow DESIGN_CONFIG=/design/flow/config.mk WORK_HOME=/design/flow/orfs finish
==> results.txt <==
yosys + openroad results -> status=finished, final reports clean, register area share after synthesis=0.529, Late-Pin Clk Latency=0.50 ns, CTS Sinks=208, maximum clock frequency=182 MHz, Critical Path AT=4.35 ns, # port buffers=24, P_leak=0.00523 µW, Fin. Hold Viols=0, first-pass detailed-route iteration total=5, DR WL/cell=20.9 µm, worst slack, placed=-0.0497 ns, GPL Wtd Cong=0.910, met3 GRT Util=0.109, first-iteration detailed-routing DRC count=421, critical path fanouts, max=10, vias after detailed routing=6,715, Die ar.=20,200 µm², final WL=24,500 µm, Cell Area, Placed=10,500 µm², Largest Register=memory.mem, total CTS buffers=23, HPWL Detailed=15,900 µm, Commonest Layout Cell=nand2_1, critical path launch point type=input pin, aggregate global-route resource usage=0.280, worst hold path class=reg -> reg, largest net degree at the start of global routing=129, Initial Util=0.517, Clk pin slew, worst setup/hold paths=0.06 ns, Unique masters post-synth=36, max reg flops=208, Slew Limit Fails=0, RSZ-0062 raised after global routing=no, CTS root buffer=clkbuf_16, max_cap viols=0, main flop type=dfrtp_1, die width=142 µm, Worst Tran Pin Value=0.903 ns, DRT antenna net count=0, vias per cell=5.73, ys cells=859, Area Overhead vs Synth=15.3%, met1 usage=0.428, Setup Skew=0 ns, first-pass GRT wire length=39,800 µm, Top Layout Cells=nand2_1, dfrtp_1, o21ai_0, Synth async-reset ratio=1.00, clock buffer depth=3, Setup crit end kind=output port, Ys Warns=0, CTS tree=done, FILL cells=1,496, Post-Syn Area=9840 µm², diode count=0, post-route setup slack=0.206 ns, io pins=25, EDFF count, synth=0, Worst Path Required=4.56 ns, Flop area=5200 µm², DRC=0, post-synth area from yosys stat=9840 µm², Largest regs=memory.mem x208, die height=142 µm, initial antenna violation count=0, Power, Total=5010 µW, OpenROAD warning count=27, share of cells above drive strength 1=0.238, Post-Syn Area per Cell=11.5 µm², fin crit period=5.49 ns, Worst VDD drop=0.209 mV, H-tree levels=1, row count=50, met2 Resource Use GR=0.410, Post-synth regs=208, Finished Cell Area=11,300 µm², crit share post-route=0.964, crit path kind=in -> out, vias in the first global route=7,099, Logic cell area=4380 µm², total core area=19,000 µm², grt total ovfl=0, hold_buf cts=0, GR peak layer=met1, Pwr per Cell Area=442 nW/µm², Cells after Synth=859, Max-slew headroom=0.396, Final setup viols=0
==> cells in the mapped netlist (5+ instances only) <==
master,number,area [µm²]
o21ai_0,66,330
a22oi_1,18,135
xnor2_1,18,158
clkbuf_1,45,169
mux4_2,50,1130
a21oi_1,13,65.1
nand2_1,279,1050
o31ai_1,6,45.0
xor2_1,10,87.6
buf_2,5,25.0
mux4_1,6,158
nor2_1,28,105
dfrtp_1,208,5200
mux2_2,64,721
==> critical path, cell delays in order <==
cell and delay, ns:
clkdlybuf4s50_1 0.50, nor2_2 0.47, buf_4 0.23, a22oi_1 0.12
nand2_1 0.19, xor3_2 0.51, xnor2_2 0.25, nand2_1 0.09
nor2_1 0.16, xor2_1 0.19, clkdlybuf4s50_1 0.49
==> final cells by class <==
cell class | instances | share of cell area
Multi-Input combinational cell | 590 | 0.386
Clock inverter | 11 | 0.0101
Inverter | 3 | 0.00132
Clock buffer | 31 | 0.0578
Timing Repair Buffer | 69 | 0.0573
Sequential cell | 208 | 0.459
Tap cell | 260 | 0.0287
==> metal layers <==
metal / vias to the layer above / wire (µm)
li1: 3028 / -
met2: 287 / 11400
met1: 3368 / 10400
met4: 0 / 459
met5: - / 0
met3: 32 / 2290
==> power by group <==
part | internal [µW] | switching, µW | total (µW) | leakage [µW]
sequential | 1850 | 192 | 2040 | 0.00260
combinational | 816 | 668 | 1480 | 0.00225
clock | 900 | 589 | 1490 | 0.000384
==> logic make-up after synthesis <==
| group | after synthesis | synth area share |
|---|---|---|
| AND-OR/OR-AND | 103 | 0.0585 |
| multiplexers | 122 | 0.206 |
| buffers and inverters | 61 | 0.0296 |
| AND/OR/NAND/NOR | 328 | 0.132 |
| flip-flops | 208 | 0.529 |
| XOR/XNOR | 37 | 0.0455 |
==> repair_timing <==
action	CTS	global route
buffers inserted	0	0
resized	2	12
setup endpoints to repair	2	8
pin swaps	0	2
==> metrics by stage <==
step                utilization  hold slack (ns)  cells  TNS [ns]
global placement          0.553            0.452   1130         0
finish                    0.596            0.473   1172         0
CTS                       0.594            0.473   1172         0
global route              0.596            0.499   1172         0
detailed placement        0.553            0.459   1130   -0.0497
floorplan                     -            0.438    859         0
==> final timing paths <==
path                                        startpoint                          end  slack (ns)  depth (start not counted)
max                                      input_addr[3]               output_data[2]        0.21                         11
min                        memory.mem[126]$_DFFE_PP0P_  memory.mem[126]$_DFFE_PP0P_        0.47                          2
max reg2reg                memory.mem[201]$_DFFE_PP0P_  memory.mem[201]$_DFFE_PP0P_        4.92                          1
min reg2reg                memory.mem[126]$_DFFE_PP0P_  memory.mem[126]$_DFFE_PP0P_        0.47                          2
max in group asynchronous                          rst  memory.mem[111]$_DFFE_PP0P_        3.59                          3
min in group asynchronous                          rst   memory.mem[86]$_DFFE_PP0P_        0.99                          2
Power figures rest on the tool's default switching activity, not on a simulated workload.
