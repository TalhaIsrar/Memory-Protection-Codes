`/design/flow/config.mk`:
```
export PLATFORM = sky130hd
export DESIGN_NAME = berger_one_faulty_memory
export DESIGN_NICKNAME = berger_one_faulty_memory
export VERILOG_FILES = /design/flow/design.v
export SDC_FILE = /design/flow/constraint.sdc
export NUM_CORES = 4
export LEC_CHECK = 1
export CORE_UTILIZATION = 50
export SYNTH_HDL_FRONTEND = slang
```
`/design/flow/run.sh`:
```
#!/bin/bash
# OpenROAD 26Q1-2900-gdf79404cd8, Yosys 0.63+post, stock flow scripts
make -C /OpenROAD-flow-scripts/flow DESIGN_CONFIG=/design/flow/config.mk WORK_HOME=/design/flow/orfs finish
```
`/design/flow/constraint.sdc`:
```
current_design berger_one_faulty_memory

set clk_period 5.7
set clk_io_pct 0.2

create_clock -name clk0 -period $clk_period [get_ports {clk}]

set non_clock_inputs [all_inputs -no_clocks]
set_input_delay [expr $clk_period * $clk_io_pct] -clock clk0 $non_clock_inputs
set_output_delay [expr $clk_period * $clk_io_pct] -clock clk0 [all_outputs]
```
`/design/flow/design.v`:
```
module berger_one_decoder(
    input  [11:0] in_code,
    output [7:0] out_data,
    output error_detected
);
    wire [3:0] ones_count;
    wire [3:0] ones_complement_count;
    assign ones_count = in_code[4] + in_code[5] + in_code[6]  + in_code[7] +
                        in_code[8] + in_code[9] + in_code[10] + in_code[11];
    assign ones_complement_count = ~ones_count;
    assign error_detected = ones_complement_count != in_code[3:0];
    assign out_data = in_code[11:4];
endmodule
module berger_one_encoder(
    input  [7:0] input_data,
    output [11:0] output_code
);
    wire [11:0] code;
    wire [3:0] ones_count;
    assign code [11:4] = input_data;
    assign ones_count = input_data[0] + input_data[1] + input_data[2] + input_data[3] +
                        input_data[4] + input_data[5] + input_data[6] + input_data[7]; 
    assign code [3:0] = ~ones_count;
    assign output_code = code;
endmodule
module berger_one_faulty_memory(
    input clk,
    input rst,
    input [7:0] input_data,
    input [3:0] input_addr,
    input wr_en,
    input [11:0] unidirectional_fault_mask,
    input fault_enable,
    input fault_zero_to_one,
    output [7:0] output_data,
    output one_to_zero_error
);
    wire [11:0] encoded;
    wire [11:0] codeword_read;
    wire [11:0] corrupted;
    berger_one_encoder encoder (
        .input_data(input_data),
        .output_code(encoded)
    );
    mem_berger_one memory(
        .clk(clk),
        .rst(rst),
        .wr_en(wr_en),
        .addr(input_addr),
        .data_in(encoded),
        .data_out(codeword_read)
    );
    unidirectional_error injector (
        .in_code(codeword_read),
        .error_mask(unidirectional_fault_mask),
        .fault_en(fault_enable),
        .zero_to_one_error(fault_zero_to_one),
        .out_error_code(corrupted)
    );
    berger_one_decoder decoder (
        .in_code(corrupted),
        .out_data(output_data),
        .error_detected(one_to_zero_error)
    );
endmodule
module mem_berger_one (
    input         clk,
    input         rst,
    input         wr_en,
    input  [3:0]  addr,
    input  [11:0] data_in,
    output [11:0] data_out
);
    reg [11:0] mem [0:15];
    assign data_out = mem[addr];
    integer i;
    always @(posedge clk or posedge rst) begin
        if (rst) begin
            for (i = 0; i < 16; i = i + 1)
                mem[i] <= 12'd0;
        end else if (wr_en) begin
            mem[addr] <= data_in;
        end
    end
endmodule
module unidirectional_error
(
    input  [11:0] in_code,
    input  [11:0] error_mask,
    input  fault_en,
    input  zero_to_one_error,
    output reg[11:0] out_error_code
);
    always @(*) begin
        out_error_code = in_code;
        if (fault_en) begin
            if (zero_to_one_error) begin    
                out_error_code = in_code | error_mask;
            end else begin
                out_error_code = in_code & ~(error_mask);
            end
        end
    end
endmodule
```
==> notes.md <==
Notes from the flow run.

Power and ir drop:
- Total power normalized to cell area comes to 403 nW/um2.
- The run puts the total leakage power at 4.61 nW.
- The run puts the largest vdd supply drop at 323 uV.

Final timing:
- The run puts the slew of the pin with the lowest slew margin at 1.06 ns.
- The run puts the final tally of setup violations at 1.
- The run gives the relative slew slack as 29.1%.
- Setup repair after global routing could not meet its margin everywhere.
- The run gives the final hold violation count as 0.
- Post-route period utilization is reported as 115%.
- The final timing report lists a max-slew violation count of 0.
- The run gives the highest attainable clock frequency as 152 MHz.
- The critical path in the final layout is reported with a setup slack of -0.872 ns.
- The clock arrives with 0 ns of skew.
- The run gives the post-layout minimum cycle time as 6.57 ns.

Setup path:
- The worst setup path is captured at a primary output.
- The run gives the endpoint of the worst-slack reg-to-reg timing path as memory.mem[149].
- The timing report shows the most common cell along the critical path to be sky130_fd_sc_hd__inv_2.
- Per the timing report, the most critical flop-to-flop path originates at memory.mem[149].
- The timing report lists the critical path depth as 19 cells.
- Per STA, the startpoint of the critical path is input_addr[1].
- The worst setup path is launched from an input pin.
- The run puts the delay of the slowest cell on the worst path at 0.53 ns.
- The run gives the number of buffer and inverter instances along the worst setup path as 6.
- In this design, the largest share of critical-path delay is due to adder cells.
- The run gives the biggest fanout along the worst timing path as 3.
- The run puts the path depth of the worst reg2reg path at 1.
- The run gives the critical path arrival as 5.43 ns.
- In this run the worst setup path terminates at one_to_zero_error.
- The run gives the data required time of the critical path as 4.56 ns.
- Walking the worst path, the cells encountered are buf_6 -> mux4_2 -> mux4_2 -> mux2_4 -> ha_4 -> inv_2 -> fa_1 -> inv_2 -> fa_1 -> fa_2 -> inv_2 -> fa_2 -> xnor2_2 -> buf_4 -> a31oi_1 -> nor2_1 -> mux2_4 -> nand4_1 -> buf_2.
- The run gives the kind of critical path as input pin to primary output.
- The run gives the library cell contributing the largest single delay on the critical path as sky130_fd_sc_hd__mux4_2.
- For flop-to-flop paths, the worst setup slack is 4.89 ns.

Global route:
- The run gives the maximum number of pins on one net before global-route repair as 110.
- The run gives the all-layer global routing usage as 26.8%.
- The run puts the initial antenna violation count at 0.
- The run puts the sum of overflow across all layers after global routing at 0.
- The run gives the wire length of the first global-routing pass as 34800 um.
- The run puts the via count of the first global-routing pass at 5916.

CTS:
- The run gives the insertion delay to the later sink of the worst-skew pair as 0.42 ns.
- TritonCTS built the clock tree.
- The run puts the number of buffers added by the clock tree synthesis step at 17.
- Clock tree synthesis selected as its root buffer the cell sky130_fd_sc_hd__clkbuf_16.
- The H-tree generated during clock tree synthesis spans 4 levels.
- The run gives the register clock-pin slew on the reported worst setup and hold paths as 0.07 ns.
- The run puts the buffer levels on the longest clock path at 2.
- The run gives the hold buffer count at cts as 0.
- The run gives the clock sink count as 192.

Synth:
- The run gives the adder and majority cell fraction of the synthesized area as 2.55%.
- The run puts the register area share after synthesis at 52.0%.
- The run gives the share of synthesized area spent on multiplexers as 30.1%.
- Synthesis handed over a netlist of 697 instances.
- The run gives the warning count from the yosys run as 0.
- Of the combinational cells, the family taking the most area is multiplexers.
- The run puts the area figure in the yosys stat output at 9230 um2.
- Before any placement, the netlist area is recorded as 9230 um2.
- Summing the areas of all xor and xnor instances in the mapped netlist gives 0.569% of the synthesized area.
- Of the total synthesized cell area, the portion taken by AND, OR, NAND and NOR gates is 6.25%.
- The run puts the flop and latch count out of synthesis at 192.
- The run puts the post-synthesis average cell area at 13.2 um2.
- After Yosys synthesis, AND-OR and OR-AND compound gates account for 4.68% of the synthesized area.
- The run puts the cell total in the yosys stat output at 697.
- The run puts the count of distinct cell types in the synthesized netlist at 38.

Placement:
- The run gives the routability-driven placement congestion ratio as 0.888.
- The run gives the placed cell count as 952.
- The pre-CTS setup check shows a worst slack of -1.47 ns.
- The run puts the total half-perimeter wirelength after legalization and detailed placement at 15100 um.
- The run gives the count of input and output buffers as 37.
- The run gives the post-place instance area as 9970 um2.

Routing:
- In the routed netlist, the antenna diode instances number 0.
- The run puts the first-pass iteration count of the detailed router at 5.
- The run puts the total wire length at 21900 um.
- The run puts the total via count after detailed routing at 5719.
- The run puts the initial DRC count at 289.
- Per the detail_route report, DRC violations left total 0.
- Once detail routing completed, the nets flagged for antenna violations numbered 0.
- For this sky-water flow run, the detailed-routed wirelength per cell is reported as 22.2 um.
- The run gives the via density per instance as 5.79.

Final layout:
- The run gives the share of cells above drive strength 1 as 33.1%.
- The run gives the final non-filler cell total as 987.
- The top cell type in the final layout, fill and taps aside, is sky130_fd_sc_hd__dfrtp_1.
- The registers reported with the highest flop counts are memory.mem (192).
- Ranked by flip-flop count, first place goes to memory.mem.
- The run gives the number of flip-flops under the largest register name as 192.
- The run puts the area of all placed cells without fillers at 10600 um2.
- The run puts the filler cell count in the final layout at 1412.
- The run gives the area overhead of the layout relative to synthesis as 14.9%.
- In the layout the commonest cells are sky130_fd_sc_hd__dfrtp_1 (192), sky130_fd_sc_hd__mux2_2 (105), sky130_fd_sc_hd__nand2_1 (67).

Die:
- The run puts the full die area at 19000 um2.
- The run gives the area inside the core boundary as 18000 um2.
- The run gives the chip height as 138 um.
- The run puts the horizontal extent of the die at 138 um.
- The run gives the top-level port count as 38.
- The run gives the count of standard-cell rows as 49.
- For this configuration, the core starts out at a cell density of 51.2%.

Outcome:
- The final reports fail on negative setup slack.
- The run finished, with violations left.

Run:
- The run puts the tally of OpenROAD warnings at 30.
- The run gives the number of max-cap violations as 0.

Worst hold path:
- The type recorded for the worst min-delay path is register to register.
- The worst hold path passes through 2 cells.
[kinds of logic (layout without fill, tap and decap cells)]
| logic type | after synthesis | in the layout |
|---|---|---|
| multiplexers | 197 | 197 |
| flip-flops | 192 | 192 |
| AND/OR/NAND/NOR | 131 | 131 |
| AND-OR/OR-AND | 81 | 81 |
| buffers and inverters | 76 | 137 |
| adder cells (fa/ha/maj) | 14 | 14 |
| XOR/XNOR | 6 | 6 |
[cells in the mapped netlist]
cell / count / share of area (%)
sky130_fd_sc_hd__dfrtp_1: 192 / 52
sky130_fd_sc_hd__mux2_2: 108 / 13
sky130_fd_sc_hd__nand2_1: 67 / 2.7
sky130_fd_sc_hd__mux4_2: 51 / 12
sky130_fd_sc_hd__o21ai_0: 49 / 2.7
sky130_fd_sc_hd__nor2_1: 32 / 1.3
sky130_fd_sc_hd__clkbuf_1: 29 / 1.2
sky130_fd_sc_hd__mux2_1: 24 / 2.9
sky130_fd_sc_hd__a21oi_1: 21 / 1.1
sky130_fd_sc_hd__buf_2: 20 / 1.1
sky130_fd_sc_hd__inv_1: 18 / 0.73
sky130_fd_sc_hd__mux2i_1: 13 / 1.4
sky130_fd_sc_hd__nor2b_1: 9 / 0.61
sky130_fd_sc_hd__fa_1: 8 / 1.7
sky130_fd_sc_hd__ha_1: 6 / 0.81
sky130_fd_sc_hd__xnor2_1: 6 / 0.57
sky130_fd_sc_hd__buf_6: 5 / 0.61
sky130_fd_sc_hd__nand2b_1: 4 / 0.27
sky130_fd_sc_hd__nand4_1: 4 / 0.27
sky130_fd_sc_hd__or3_1: 4 / 0.27
sky130_fd_sc_hd__a2111oi_0: 3 / 0.28
sky130_fd_sc_hd__a31oi_1: 3 / 0.20
sky130_fd_sc_hd__nand3_1: 3 / 0.16
sky130_fd_sc_hd__nand3b_1: 3 / 0.24
sky130_fd_sc_hd__buf_1: 2 / 0.081
sky130_fd_sc_hd__a211o_1: 1 / 0.095
sky130_fd_sc_hd__a41oi_1: 1 / 0.095
sky130_fd_sc_hd__and3_1: 1 / 0.068
sky130_fd_sc_hd__buf_4: 1 / 0.081
sky130_fd_sc_hd__inv_2: 1 / 0.041
sky130_fd_sc_hd__mux2i_2: 1 / 0.15
sky130_fd_sc_hd__nand4b_1: 1 / 0.095
sky130_fd_sc_hd__nor3_1: 1 / 0.054
sky130_fd_sc_hd__nor3b_1: 1 / 0.081
sky130_fd_sc_hd__o21a_1: 1 / 0.081
sky130_fd_sc_hd__o21ai_1: 1 / 0.054
sky130_fd_sc_hd__o22ai_1: 1 / 0.068
sky130_fd_sc_hd__or3b_1: 1 / 0.095
[power by group]
group	internal (mW)	total [mW]	switching (mW)
Combinational	0.715	1.21	0.500
Sequential	1.74	1.94	0.196
Clock	0.616	1.13	0.510
[per-layer routing]
layer | vias up | GRT usage [%] | wire length (um)
li1 | 2592 | - | -
met1 | 2916 | 40.6 | 9490
met2 | 197 | 39.7 | 10200
met3 | 14 | 11.7 | 1990
met4 | 0 | 2.84 | 238
met5 | - | 0 | 0
[per-stage QoR]
| stage | util, % | hold slack [ns] | setup TNS [ns] | power (mW) |
|---|---|---|---|---|
| floorplan | - | 0.442 | -0.636 | 2.77 |
| global placement | 55.3 | 0.455 | -1.38 | 3.09 |
| detailed placement | 55.3 | 0.466 | -1.47 | 3.13 |
| CTS | 58.8 | 0.480 | -0.965 | 4.30 |
| global route | 58.9 | 0.500 | -1.04 | 4.54 |
| finish | 58.9 | 0.482 | -0.872 | 4.28 |
[worst min-delay path by stage]
| stage | to | slack [ns] | from |
|---|---|---|---|
| after CTS | memory.mem[171] | 0.48 | memory.mem[171] |
| after global routing | memory.mem[61] | 0.50 | memory.mem[61] |
| final | memory.mem[141] | 0.48 | memory.mem[141] |
[final cells by class]
type / count / area (um2) / area share, %
Inverter: 19 / 75.1 / 0.708
Clock inverter: 12 / 105 / 0.991
Tap cell: 229 / 287 / 2.70
Multi-Input combinational cell: 429 / 4110 / 38.8
Timing Repair Buffer: 86 / 779 / 7.35
Sequential cell: 192 / 4800 / 45.3
Clock buffer: 20 / 447 / 4.21
[what timing repair did]
action                     CTS  global route
buffers inserted             1             1
gates cloned                 1             0
setup endpoints to repair    1             1
resized                     18             1
pin swaps                    9             6
Power figures rest on the tool's default switching activity, not on a simulated workload.
